==> design/flow/design.v <==
`timescale 1ns / 1ps
module vga(
    input wire clk,reset,
    output wire hsync,vsync,
    output red,
    output green,
    output blue,
    output reg video_on
);
localparam HD = 800;  
localparam HF = 56;  
localparam HB = 64;  
localparam HR = 120;  
localparam VD = 600;  
localparam VF = 37;  
localparam VB = 23;  
localparam VR = 6;  
localparam h_end = 1040;  
localparam v_end = 666;  
localparam sq_x_l = 0;  
localparam sq_x_r = 800;
localparam sq_y_t = 0;     
localparam sq_y_b = 600;
reg [10:0] h_count_reg,v_count_reg ;  
reg[10:0] h_count_next , v_count_next;
reg v_sync_next , h_sync_next = 0 ;
always @ ( posedge clk , posedge reset)
if (reset)
begin
v_count_reg <= 0;
h_count_reg <= 0 ;
end
else
begin
v_count_reg <= v_count_next;
h_count_reg <= h_count_next;
end
always @(posedge clk) 
begin
if(h_count_next < h_end-1)
begin
h_count_next <= h_count_next + 1;
end
else 
begin
h_count_next <= 0;
if(v_count_next < v_end-1)
v_count_next <= v_count_next + 1;
else
v_count_next <= 0;
end
end
always @(posedge clk)
if(h_count_reg < HR)
h_sync_next <= 1;
else
h_sync_next <= 0;
always @(posedge clk)
if(v_count_reg < VR)
v_sync_next <= 1;
else
v_sync_next <= 0;
assign hsync = h_sync_next;
assign vsync = v_sync_next;
reg h_video_on,v_video_on;  
always @(posedge clk) 
if((h_count_reg >= HR + HF) && (h_count_reg < HR + HF + HD))
h_video_on <= 1;
else
h_video_on <= 0;
always @(posedge clk)
if((v_count_reg >= VR + VF) && (v_count_reg < VR + VF+ VD))
v_video_on <= 1;
else
v_video_on <= 0;
always @(posedge clk)
if(h_video_on && v_video_on)
video_on <= 1;
else
video_on <= 0;
reg [9:0] pixel_x,pixel_y;  
always @(posedge clk)
if(h_video_on)
pixel_x <= h_count_reg - HR - HF;
else
pixel_x <= 0;
always @(posedge clk) 
if(v_video_on)
pixel_y <= v_count_reg - VR - VF;
else
pixel_y <= 0;
reg [7:0] coloroutput;  
always @(posedge clk)
if(~video_on)
coloroutput <= 0;
else
begin
if(pixel_x >= 0 && pixel_x < 100)
coloroutput[7:0] <= 8'b00000000;
if(pixel_x >= 100 && pixel_x < 200)
coloroutput[7:0] <= 8'b11100000;
if(pixel_x >= 200 && pixel_x < 300)
coloroutput[7:0] <= 8'b00000000;
if(pixel_x >= 300 && pixel_x < 400)
coloroutput[7:0] <= 8'b11100000;
if(pixel_x >= 400 && pixel_x < 500)
coloroutput[7:0] <= 8'b00000000;
if(pixel_x >= 500 && pixel_x < 600)
coloroutput[7:0] <= 8'b11100000;
if(pixel_x >= 600 && pixel_x < 700)
coloroutput[7:0] <= 8'b00000000;
if(pixel_x >= 700 && pixel_x < 800)
coloroutput[7:0] <= 8'b11100000;
end
assign red = coloroutput[7];
assign green = coloroutput[6] ;
assign blue = coloroutput[5] ;
endmodule
==> design/flow/run.sh <==
#!/bin/bash
# OpenROAD 26Q1-2900-gdf79404cd8, Yosys 0.63+post, stock flow scripts
make -C /OpenROAD-flow-scripts/flow DESIGN_CONFIG=/design/flow/config.mk WORK_HOME=/design/flow/orfs finish
==> design/flow/config.mk <==
export PLATFORM = sky130hd
export DESIGN_NAME = vga
export DESIGN_NICKNAME = vga
export VERILOG_FILES = /design/flow/design.v
export SDC_FILE = /design/flow/constraint.sdc
export NUM_CORES = 4
export LEC_CHECK = 1
export CORE_UTILIZATION = 30
==> design/flow/constraint.sdc <==
current_design vga

set clk_period 2.6
set clk_io_pct 0.2

create_clock -name clk0 -period $clk_period [get_ports {clk}]

set non_clock_inputs [all_inputs -no_clocks]
set_input_delay [expr $clk_period * $clk_io_pct] -clock clk0 $non_clock_inputs
set_output_delay [expr $clk_period * $clk_io_pct] -clock clk0 [all_outputs]
==> flow_metrics.tcl <==
# place-and-route summary
set metrics [dict create \
    common_cells "nor2_1, dfxtp_1, dfrtp_1" \
    wl_um 3260 \
    reg2reg_slack_ns 0.91 \
    die_h_um 87.3 \
    cts_sinks 56 \
    top_cell_area_share_pct 22.9 \
    core_sq_um 6910 \
    clk_pin_slew_worst_paths_ns 0.09 \
    cts_inserted_buffers 5 \
    hpwl_um 2360 \
    async_flop_share_pct 35.7 \
    yosys_register_bits 56 \
    ys.warnings.count 1 \
    cap_violations 0 \
    drive_gt1_share_pct 5.80 \
    ir_worst_vdd_mv 0.268 \
    timing.critical_path.from "h_count_next[2]$_SDFF_PP0_" \
    fin_skew_ns 0.00422 \
    n_antenna_cell 0 \
    fp_util_pct 31.6 \
    hold_viol 0 \
    ctsResizeCount 0 \
    crit_end "v_count_next[0]$_SDFFCE_PP0P_" \
    setup_viol 0 \
    drt_iter0_drc 49 \
    cts_hold_buffers 0 \
    rr_endpoint "v_count_next[0]$_SDFFCE_PP0P_" \
    worstPathCellList "nand4_1, a31oi_2, buf_4" \
    cts_max_level 2 \
    cpMaxStageDelayCell "a31oi_2" \
    ff_type "dfxtp_1" \
    critPathMaxFanout 13 \
    firstDrtPassIters 4 \
    via_per_inst 4.57 \
    edf_count 11 \
    synthCells 195 \
    vias 1384 \
    dp_slack_ns 0.903 \
    clockBufferDepth 2 \
    die_w_um 87.3 \
    cts_tree "yes" \
    cp.arrival_ns 1.70 \
    area_growth_pct 13.2 \
    crit_required_ns 2.61 \
    synth.most_common_cell "nor2_1" \
    max_stage_delay_ns 0.47 \
    yosys.area.top_type "dfrtp_1" \
    status "finished, final reports clean" \
    grtUsageTotal_pct 8.92 \
    end_kind "register" \
    place_congestion 0.798 \
    worstMarginPinSlew_ns 0.741 \
    yosys_area_sq_um 2180 \
    grt_max_degree 21 \
    cp-start-kind "register" \
    area_leaders "dfrtp_1, dfxtp_1, edfxtp_1" \
    p_leak_nw 0.860 \
    worstRegToRegCells 3 \
    drc_errors 0 \
    post-route-period-util_pct 65.0 \
    final_util_pct 35.8 \
    cts_setup_buffers 0 \
    place.port_buffers 7 \
    grt_pass1_vias 1174 \
    ant_nets 0 \
    warnings 25 \
    fin_crit_ns 1.69 \
    tns_ns 0 \
    wl_per_cell_um 10.7 \
    rsz0062_at_grt "no" \
    fmax_ghz 0.592 \
    clk_latency_ns 0.29 \
    slew_headroom_pct 50.6 \
    grt_first_pass_wirelength_um 5330 \
    r2r_start "h_count_next[2]$_SDFF_PP0_" \
    powerDensity_nw_per_um2 578 \
    hp-class "register to register" \
    row_count 30 \
    yosys-stat-cells 195 \
    drv_slew 0 \
    antenna_found_initial 0 \
    ys_seq_share_pct 60.9 \
    fill_cells 686 \
    avgSynthCellArea_sq_um 11.2 \
    syn_area_sq_um 2180 \
    crit_type "register to register" \
    cts_root_buf "clkbuf_8" \
    finalWorstSetupSlack_ns 0.910 \
    dieArea_sq_um 7630 \
    io_pins 8 \
    grt_overflow 0 \
    yosysUniqueCellTypes 42 \
    hold_slack_ns 0.392 \
]
-- final cells by class --
cell class	instances	area (sq um)	share of cell area, %
tap	96	120	4.86
timing repair buffer	8	77.6	3.14
clock inverter	2	35.0	1.42
clock buffer	6	72.6	2.94
sequential	56	1330	53.8
inverter	5	18.8	0.759
multi-input combinational	130	817	33.0
-- power by group --
| part | total, mW | internal (mW) | switching [mW] |
|---|---|---|---|
| clock network | 0.537 | 0.286 | 0.251 |
| registers | 0.885 | 0.885 | 0 |
| logic | 0.00739 | 0.00140 | 0.00600 |
-- how the worst min path moves through the flow --
stage                     startpoint                       end  depth (start not counted)
4_1_cts   h_count_next[4]$_SDFF_PP0_  h_count_reg[4]$_DFF_PP0_                          0
5_1_grt   h_count_next[4]$_SDFF_PP0_  h_count_reg[4]$_DFF_PP0_                          0
6_report  h_count_next[4]$_SDFF_PP0_  h_count_reg[4]$_DFF_PP0_                          0
-- cells in the final DEF (no fill, tap or decap), types with 2 or more instances in the layout --
cell | synthesis | layout
and2_1 | 8 | 8
dfxtp_1 | 25 | 25
a21o_1 | 2 | 2
o21ai_0 | 5 | 5
inv_1 | 5 | 5
nor2b_1 | 5 | 5
nor3_1 | 6 | 6
nand3_1 | 5 | 5
o311ai_0 | 2 | 2
a31oi_1 | 3 | 2
nand2_1 | 7 | 7
or3_1 | 2 | 2
o21a_1 | 3 | 3
nor4_1 | 2 | 2
edfxtp_1 | 11 | 11
dfrtp_1 | 20 | 20
nor2_1 | 26 | 26
ha_1 | 3 | 3
or4_1 | 2 | 2
a21oi_1 | 5 | 5
and3_1 | 2 | 2
xnor2_1 | 11 | 11
clkdlybuf4s50_1 | 0 | 7
nand4_1 | 7 | 7
xor2_1 | 7 | 7
a41oi_1 | 2 | 2
o31ai_1 | 2 | 2
clkbuf_8 | 0 | 5
-- cell families after synthesis --
group	count (synthesis)	share of synthesized area (%)
adder cells (fa/ha/maj)	3	1.72
flip-flops	56	60.9
AND/OR/NAND/NOR	76	17.8
AND-OR/OR-AND	32	10.2
XOR/XNOR	18	7.22
other	1	0.172
buffers and inverters	9	1.95
-- worst max-delay path, delay by kind of cell (launching register included) --
| kind | cells | cell delay, ns |
|---|---|---|
| AOI/OAI and AO/OA | 1 | 0.47 |
| DFF | 1 | 0.41 |
| buffers and inverters | 1 | 0.29 |
| and+or+nand+nor | 1 | 0.23 |
-- stage by stage --
| stage | cell area, sq um | std cells | total power [mW] |
|---|---|---|---|
| global route | 2470 | 303 | 1.49 |
| finish | 2470 | 303 | 1.43 |
| CTS | 2470 | 303 | 1.45 |
| floorplan | 2180 | 195 | 0.909 |
| global placement | 2360 | 295 | 0.912 |
| detailed placement | 2360 | 295 | 0.912 |
-- metal layers --
layer | GRT usage [%] | vias up | part of all wire, %
li1 | - | 716 | -
met1 | 13.4 | 647 | 51
met2 | 14.4 | 16 | 45
met3 | 1.35 | 5 | 2.2
met4 | 1.49 | 0 | 2.1
met5 | 0 | - | 0
No activity file was given, so power comes from the tool's default toggle rates.
